### flow/config.mk
export PLATFORM = sky130hd
export DESIGN_NAME = clk_to_pwm
export DESIGN_NICKNAME = clk_to_pwm
export VERILOG_FILES = /design/flow/design.v
export SDC_FILE = /design/flow/constraint.sdc
export NUM_CORES = 4
export LEC_CHECK = 1
export CORE_UTILIZATION = 50
### flow/constraint.sdc
current_design clk_to_pwm

set clk_period 8.2
set clk_io_pct 0.2

create_clock -name clk0 -period $clk_period [get_ports {clk_in}]

set non_clock_inputs [all_inputs -no_clocks]
set_input_delay [expr $clk_period * $clk_io_pct] -clock clk0 $non_clock_inputs
set_output_delay [expr $clk_period * $clk_io_pct] -clock clk0 [all_outputs]
### flow/design.v
`timescale 1ns / 1ps
module clk_to_pwm
    (
        input logic clk_in, rst,
        input logic [31:0] clk_divider,
        output logic clk_out
    );
    logic [31:0] count;
    always @(posedge clk_in, posedge rst) begin    
        if (rst) begin
            count <= 32'd0;
            clk_out <= 1'b0;
        end
        else if (count == clk_divider) begin   
            clk_out <= ~clk_out; 
            count <= 32'd0;
        end 
        else if (clk_in) begin  
            count <= count + 1;
        end
    end
endmodule
### flow/run.sh
#!/bin/bash
# OpenROAD 26Q1-2900-gdf79404cd8, Yosys 0.63+post, stock flow scripts
make -C /OpenROAD-flow-scripts/flow DESIGN_CONFIG=/design/flow/config.mk WORK_HOME=/design/flow/orfs finish
==> run summary <==
Results of the flow run.

The placer congestion estimate stands at 0.886. In this run the cell area measured after placement is approximately 2400 um^2. Endpoints with negative setup slack in the final report add up to 0. The number of antenna violations at the first check in global routing came to 0. The number of storage elements in the synthesis netlist stands at 33. Looking at the reg2reg group, the worst path starts from count[9]. The share of final-layout standard cells stronger than drive strength 1 stands at a little under a fifth. TritonCTS built the clock tree. The final hold violation count stands at 0.

The worst voltage drop across the vdd grid stands at between 200 and 300 uV. The clock slew at the register clock pins of the worst setup and hold paths stands at about 60 ps. Per the timing report, the most critical flop-to-flop path finishes at clk_out. The area taken by sequential standard cells is reported as roughly 830 um^2. In the layout the commonest cells are xor2_1 (54), clkbuf_8 (40), nor2_1 (35). The remaining max-slew budget at the tightest pin stands at 59.1%. According to the hold report, the worst path is of the clk2reg type. The average instance area after synthesis stands at between 9 and 10 um^2. The worst setup path is launched from a clock port. The ratio of total power to cell area stands at between 300 and 400 nW/um^2.

The critical path is of the clk2reg type. Setup repair after global routing left no endpoint under its margin. The first detailed-routing pass ran for 4 iterations. The largest driver fanout on the critical path stands at 4. The number of gates given a new drive strength after cts stands at 0. The count of yosys warnings during synthesis stands at 1. The worst setup slack for register-to-register paths stands at just under 6000 ps. The overall track demand over capacity in global routing stands at between 30% and 40%.

The library cell used most frequently in the layout, excluding fill and tap cells, is xor2_1. 35 I/O pins were placed. For this sky-water flow run, the detailed-routed wirelength per cell is reported as 16.4 um.

Once layout is done, the placed cells without fillers occupy 3060 um^2. In the routed layout, each cell is associated on average with a via count of ~5.5. The final antenna-violating net count stands at 0. The required time reported for the critical path endpoint stands at about 8500 ps. The count of hold buffers inserted by post-cts repair stands at 0. The initial utilization of the core area, before any placement, comes to a little over half.

The cell count after synthesis stands at between 200 and 250. The core footprint stands at between 3000 and 4000 um^2. The count of tool warnings stands at 115.

STA puts the critical path data arrival time at 5900 ps. The total die size stands at ~4300 um^2. The skew report gives the latency at the later pin of the worst-skew pair as a little under 400 ps.

The share of synthesized area occupied by flip-flops and latches stands at between 40% and 50%. The logic area stands at 1160 um^2. The run finished with clean final reports.

The startpoint identified for the worst hold timing path is clk_in. The DRC violation total left in the routed layout is recorded as 0. Post-CTS timing repair inserted 0 buffers for setup.

Summed over all cells, the static leakage comes to 1.30 nW. The detailed placement HPWL stands at approximately 3100 um. The layout has ~220 filler cells. The antenna diode count stands at 0. The area growth from synthesis to layout is 49.9%. In this run the tool buffered the top-level ports with 34 buffer cells. The count of vias placed by the detailed router stands at approximately 1900. The worst setup path is captured at a flop.

Across the run, the number of max-cap violations was 0. The number of cells on the worst reg-to-reg path stands at 6. For the pin with the worst max-slew slack, the measured transition is between 600 and 700 ps. The number of slew-limit violations in the final report stands at 0.

The via count of the first global-routing pass is about 2500. The count of standard-cell rows stands at 22. After synthesis the cells add up to about 2000 um^2. Summed over all layers, the routed wires come to about 5600 um. The first-pass GRT wire length stands at a little over 9000 um.

Between clock sinks in the finished design, the worst skew comes to 4.50 ps. The worst hold path terminates at count[1]. The vertical die dimension reported for this design is about 66 um. Setup total negative slack on the finished layout was measured at 0 ps. The maximum number of pins on one net before global-route repair stands at 34. The width of the chip stands at approximately 66 um. For this run, the chip area from Yosys synthesis comes to roughly 2000 um^2. The netlist uses 31 different library cells.

The worst hold path stage count stands at 7. For this block, the initial DRC count from the detailed router was about 180. After global routing the overflow that remains totals 0. The number of standard cells reported by yosys stands at around 210.
-- worst max-delay path, cell delays in order --
cell and delay (ps):
clkbuf_8 110, clkbuf_8 120, clkbuf_8 120, clkbuf_8 130
clkbuf_8 140, nand4_1 100, clkbuf_8 140, clkbuf_8 120
nor2_4 40, clkbuf_8 140, clkbuf_8 140, nand3_2 50
clkbuf_8 130, clkbuf_8 110, xor2_1 160, nor2_1 60
-- cell families after synthesis --
group / after synthesis / share of synthesized area [%]
and+or+nand+nor: 103 / 28.4
xor gates and xnor gates: 63 / 27.0
DFF: 33 / 40.4
buffers and inverters: 11 / 2.51
AOI/OAI and AO/OA: 2 / 0.490
muxes: 1 / 0.490
adders and majority gates: 1 / 0.613
-- registers in the layout, indices dropped and copies added (netlist names) --
register and cells:
count 32, clk_out 1
-- per-stage QoR --
stage	instances	worst slack [ps]	power, mW	util, %	hold slack (ps)
floorplan	214	3170	0.582	-	322
global placement	290	3310	0.633	63.6	146
detailed placement	290	3310	0.637	63.6	146
CTS	342	2560	0.983	80.6	353
global route	342	2490	1.05	80.6	370
finish	342	2570	0.977	80.6	345
-- synthesized netlist by cell type (all sizes together) --
| cell type | count | area share, % |
|---|---|---|
| ha | 1 | 0.61 |
| nand3 | 14 | 4.3 |
| and2 | 2 | 0.67 |
| nand2 | 10 | 2.0 |
| nor2 | 37 | 7.3 |
| xor2 | 54 | 23 |
| and3 | 5 | 1.8 |
| nor3 | 3 | 0.74 |
| o21ai | 1 | 0.24 |
| xnor2 | 9 | 3.9 |
| and4 | 4 | 1.8 |
| clkbuf | 1 | 0.24 |
| inv | 3 | 0.55 |
| nor4 | 11 | 4.1 |
| nor3b | 1 | 0.92 |
| nand4 | 14 | 4.3 |
| a21oi | 1 | 0.24 |
| or2 | 1 | 0.31 |
| buf | 7 | 1.7 |
| dfrtp | 33 | 40 |
| or3 | 1 | 0.31 |
| mux2i | 1 | 0.49 |
-- cell type report --
| cell class | instances | share of cell area [%] |
|---|---|---|
| clock buffer | 49 | 19.8 |
| clock inverter | 3 | 1.23 |
| inverter | 3 | 0.368 |
| multi-input combinational | 170 | 38.1 |
| sequential | 33 | 27.0 |
| tap | 48 | 1.96 |
| timing repair buffer | 36 | 11.6 |
-- power breakdown --
part           switching (mW)  internal (mW)  total [mW]
Clock                   0.157          0.274       0.431
Sequential              0.137          0.244       0.382
Combinational          0.0887         0.0751       0.164
Total                   0.383          0.594       0.977
-- worst max-delay path by stage --
| stage | cells past startpoint | from | slack, ps | end |
|---|---|---|---|---|
| final | 16 | clk_in | 2570 | count[19] |
| after global routing | 16 | clk_in | 2490 | count[19] |
| after CTS | 16 | clk_in | 2560 | count[19] |
-- routing by layer --
layer	GRT usage, %	wire length [um]	vias to the layer above	share of wire, %
met4	30.4	72	0	1.3
li1	-	-	878	-
met1	34.0	2470	879	44
met2	31.1	2520	108	45
met5	0	0	-	0
met3	27.3	548	12	9.8
Power figures rest on the tool's default switching activity, not on a simulated workload.
