**/design/flow/run.sh**
```bash
#!/bin/bash
# OpenROAD 26Q1-2900-gdf79404cd8, Yosys 0.63+post, stock flow scripts
make -C /OpenROAD-flow-scripts/flow DESIGN_CONFIG=/design/flow/config.mk WORK_HOME=/design/flow/orfs finish
```
**/design/flow/config.mk**
```make
export PLATFORM = sky130hd
export DESIGN_NAME = measure_speed
export DESIGN_NICKNAME = measure_speed
export VERILOG_FILES = /design/flow/design.v
export SDC_FILE = /design/flow/constraint.sdc
export NUM_CORES = 4
export LEC_CHECK = 1
export CORE_AREA = 10 10 114 114
export DIE_AREA = 0 0 124 124
```
**/design/flow/constraint.sdc**
```tcl
current_design measure_speed

set clk_period 6.8
set clk_io_pct 0.2

create_clock -name clk0 -period $clk_period [get_ports {clk}]

set non_clock_inputs [all_inputs -no_clocks]
set_input_delay [expr $clk_period * $clk_io_pct] -clock clk0 $non_clock_inputs
set_output_delay [expr $clk_period * $clk_io_pct] -clock clk0 [all_outputs]
```
**/design/flow/design.v**
```verilog
module measure_speed(
   enc, clk, reset, enc_count
); 
   input wire [1:0] enc;
	input wire clk, reset;
   wire count_up, count_down;
   output reg [15:0] enc_count = 16'b0;
	localparam STEP_0 = 'b00;
   localparam STEP_1 = 'b01;
   localparam STEP_2 = 'b10;
   localparam STEP_3 = 'b11;
	reg [1:0] enc_d; always @(posedge clk) enc_d <= enc;
   assign count_up = ( ((STEP_0 == enc_d) && (STEP_1 == enc)) 
	                || ((STEP_1 == enc_d) && (STEP_3 == enc))
						 || ((STEP_3 == enc_d) && (STEP_2 == enc))
						 || ((STEP_2 == enc_d) && (STEP_0 == enc)) );
   assign count_down = ( ((STEP_0 == enc_d) && (STEP_2 == enc)) 
	                || ((STEP_2 == enc_d) && (STEP_3 == enc))
						 || ((STEP_3 == enc_d) && (STEP_1 == enc))
						 || ((STEP_1 == enc_d) && (STEP_0 == enc)) );
	always @( posedge clk ) begin : ENCODER_COUNTER
	   if ( reset ) begin
          enc_count <= 0;
      end else begin
          if (( ((STEP_0 == enc_d) && (STEP_1 == enc))
                        || ((STEP_1 == enc_d) && (STEP_3 == enc))
                                                 || ((STEP_3 == enc_d) && (STEP_2 == enc))
                                                 || ((STEP_2 == enc_d) && (STEP_0 == enc)) )) begin
              enc_count <= enc_count + 1;
          end else if ( ( ((STEP_0 == enc_d) && (STEP_2 == enc))
                        || ((STEP_2 == enc_d) && (STEP_3 == enc))
                                                 || ((STEP_3 == enc_d) && (STEP_1 == enc))
                                                 || ((STEP_1 == enc_d) && (STEP_0 == enc)) )) begin
              enc_count <= enc_count - 1;
          end
      end
	end : ENCODER_COUNTER
endmodule
```
==> out/results.txt <==
Routed WL: 4020 µm
die area: 15400 µm²
Chip Area, Yosys: 1470 µm²
arrival time at the worst endpoint: 4.55 ns
Slew Viols, Final: 0
drt wl/cell: 12.0 µm
Initial DRT Pass Iterations: 4
status: finished clean
busiest grt layer: met2
routed vias: 1435
# fillers: 1157
TritonCTS Sinks: 18
post-CTS resize count: 0
slowest stage delay, CP: 0.52 ns
CP max FO: 17
Core Region: 10400 µm²
met2 GRT Util: 0.0791
die width: 124 µm
ANT nets after route: 0
Hold Buf Count CTS: 0
Worst Path Buf+Inv: 1
CP max-delay cell: clkdlybuf4s50_1
#FFs+latches synth: 18
clk latency of the worst-skew pair: 0.25 ns
Synth Flop Type: dfxtp_1
CTS tree: done
diodes inserted: 0
top cells, area: dfxtp_1 25%, ha_1 12%, a21oi_1 5.8%
Seq share, synth: 0.246
Initial Util: 0.141
CP startpoint kind: primary input
Final WS setup: 2.39 ns
Post-Syn Area: 1470 µm²
CP top delay family: AND-OR/OR-AND gates
post-route cell area: 1850 µm²
yosys cell count: 181
storage element area: 360 µm²
Final setup viols: 0
TritonCTS buffer count: 3
RSZ-0062 raised after global routing: no
Placement Cell Area: 1810 µm²
count of tool warnings: 25
Leakage: 0.000745 µW
Iter 0 DRT Violations: 177
H-tree Lvls: 1
fa+ha+maj area frac: 0.133
clock-pin slew on the worst setup and hold paths: 0.07 ns
Post-Syn Instances: 181
largest net degree at the start of global routing: 25
number of setup buffers added after CTS: 0
gp weighted congestion: 0.911
Finished Core Util: 0.178
Power, Total: 706 µW
Combinational Area: 1050 µm²
asr flop ratio synth: 0
worst-margin pin slew: 0.703 ns
Clock Skews: 0.00382 ns
top cells by count: 18 x dfxtp_1, 18 x nand2_1, 17 x a21oi_1
grt total ovfl: 0
synthesis-to-finish area growth: 26.6%
antenna violations before repair: 0
Via density: 4.28
Buffers on Ports: 19
final tally of hold violations: 0
distinct lib cells: 52
drt drc: 0
Top-area cell share: 0.246
PD cells: 381 nW/µm²
Avg Synthesized Cell Area: 8.09 µm²
Total Routing Usage GR: 0.0527
worst path required time: 6.94 ns
Setup TNS: 0 ns
Die H: 124 µm
I/O Pins: 20
yosys simple share: 0.240
CP Capture Type: register
period utilisation layout: 0.648
EDFF count, synth: 0
relative slew slack: 0.530
Max Clk Rate: 0.227 GHz
CP cell instances: clkdlybuf4s50_1, xor2_2, nand2_1, ha_1, o21ai_0, a21oi_1, o31ai_1, a2111oi_1, a311o_1
first-pass GRT wire length: 6650 µm
Max clock buf depth: 2
layout cells sized above 1: 0.0503
DP Worst Slack: 2.15 ns
xor+xnor area frac: 0.0521
mux frac, synth: 0.00683
Hold Crit Class: register to register
total of max-cap violations: 0
number of global-route vias before repair: 1274
Dominant comb cell: AND-OR/OR-AND gates
row count: 37
Ys Warns: 1
AO/OA Area Share: 0.285
met1 Usage GRT: 0.0782
cell type with the largest total area: dfxtp_1
DPL Wire Length: 3100 µm
clock root buffer: clkbuf_8
fin crit period: 4.41 ns
GR Layer Usage met3: 0.0129
Max rail drop VDD: 0.118 mV
Worst Path Class, Setup: primary input to register
[metrics by stage]
| step | instances | hold slack [ns] |
|---|---|---|
| 4_1_cts | 335 | 0.487 |
| 3_3_place_gp | 332 | 0.469 |
| 3_5_place_dp | 332 | 0.476 |
| 2_1_floorplan | 181 | 0.436 |
| 5_1_grt | 335 | 0.517 |
| 6_report | 335 | 0.482 |
[cells by family after synthesis]
| family | count (synthesis) |
|---|---|
| compound gates | 60 |
| xor+xnor | 7 |
| fa+ha+maj | 15 |
| buf+inv | 13 |
| flops | 18 |
| mux | 1 |
| simple gates | 67 |
[final timing paths]
kind,start,end,slack (ns),depth (start not counted)
hold / removal,enc_count[4],enc_count[4],0.48,2
setup reg to reg,enc_d[1],enc_count[9],3.66,8
setup / recovery,enc[0],enc_count[9],2.39,9
hold reg to reg,enc_count[4],enc_count[4],0.48,2
[flip-flops by register name (all words and copies together), names as in the netlist]
name / count
enc_count: 16
enc_d: 2
[layout by cell type, fill, tap and decap left out, types with 4 or more instances in the layout]
cell | Yosys | final
clkdlybuf4s50_1 | 0 | 19
a21oi_1 | 17 | 17
dfxtp_1 | 18 | 18
nor3_1 | 10 | 10
inv_1 | 7 | 7
ha_1 | 14 | 14
and3_1 | 6 | 6
nor2_1 | 8 | 8
nand2_1 | 18 | 18
o21ai_0 | 9 | 9
o211a_1 | 4 | 4
nand3_1 | 9 | 9
[worst register-to-register path: stages, from the launching register on]
cell	delay, ns
dfxtp_1	0.35
xor2_2	0.26
nand2_1	0.47
ha_1	0.52
o21ai_0	0.23
a21oi_1	0.16
o31ai_1	0.51
a2111oi_1	0.17
a311o_1	0.34
[final cells by class]
cell class	count	share of cell area
tap	136	0.0918
timing repair buffer	21	0.111
sequential	18	0.194
clock buffer	3	0.0223
multi-input combinational	150	0.567
inverter	7	0.0142
[metal layers]
metal,wire (µm),up-vias
met5,0,-
li1,-,736
met3,219,2
met2,1750,37
met1,2020,660
met4,25,0
[power by group]
group          leakage, µW  internal, µW  switching (µW)  total [µW]
combinational     0.000574           219             243         461
sequential        0.000149           139            29.4         168
clock            0.0000216          39.4            36.8        76.2
total             0.000745           397             309         706
Power figures rest on the tool's default switching activity, not on a simulated workload.
